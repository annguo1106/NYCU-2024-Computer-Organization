===== design/flow/run.sh =====
#!/bin/bash
# OpenROAD 26Q1-2900-gdf79404cd8, Yosys 0.63+post, stock flow scripts
make -C /OpenROAD-flow-scripts/flow DESIGN_CONFIG=/design/flow/config.mk WORK_HOME=/design/flow/orfs finish

===== design/flow/config.mk =====
export PLATFORM = sky130hd
export DESIGN_NAME = regIDEX
export DESIGN_NICKNAME = regIDEX
export VERILOG_FILES = /design/flow/design.v
export SDC_FILE = /design/flow/constraint.sdc
export NUM_CORES = 4
export LEC_CHECK = 1
export CORE_AREA = 10 10 126 126
export DIE_AREA = 0 0 136 136

===== design/flow/constraint.sdc =====
current_design regIDEX

set clk_period 1.0
set clk_io_pct 0.2

create_clock -name clk0 -period $clk_period [get_ports {clk}]

set non_clock_inputs [all_inputs -no_clocks]
set_input_delay [expr $clk_period * $clk_io_pct] -clock clk0 $non_clock_inputs
set_output_delay [expr $clk_period * $clk_io_pct] -clock clk0 [all_outputs]

===== design/flow/design.v =====
module regIDEX (
    input clk,
    input ALUSrc_i,   
    input [1:0] ALUOp_i,   
    input memWrite_i,
    input memRead_i,
    input regWrite_i,   
    input memtoReg_i,   
    input [31:0] readdata1_i,
    input [31:0] readdata2_i,
    input [31:0] imm_i,
    input func7_i,
    input [2:0] func3_i,
    input [4:0] rd_i,
    output reg memWrite_o,
    output reg memRead_o,
    output reg regWrite_o,   
    output reg memtoReg_o,   
    output reg ALUSrc_o,
    output reg func7_o,
    output reg [2:0] func3_o,
    output reg [31:0] readdata1_o, readdata2_o, imm_o,
    output reg [1:0] ALUOp_o,   
    output reg [4:0] rd_o
);
always @(posedge clk) begin
    memWrite_o <= memWrite_i;
    memRead_o <= memRead_i;
    regWrite_o <= regWrite_i;
    memtoReg_o <= memtoReg_i;
    func7_o <= func7_i;
    func3_o <= func3_i;
    ALUSrc_o <= ALUSrc_i;
    ALUOp_o <= ALUOp_i;
    readdata1_o <= readdata1_i;
    readdata2_o <= readdata2_i;
    imm_o <= imm_i;
    rd_o <= rd_i;
end
endmodule

==> impl_metrics.tcl <==
# metrics dict for downstream scripts
set metrics [dict create \
    status "finished clean" \
    synth_seq_share 1.00 \
    ys.flops 112 \
    postCtsHoldBufs 0 \
    hold_slack_ps 280 \
    gp_congestion 0.801 \
    crit_buf_inv 1 \
    layout-drive-gt1-share 0.409 \
    fa_ha_area_frac 0 \
    combGateArea_um2 0 \
    startpoint "readdata2_o[1]" \
    ys_sh_xor 0 \
    ys_cells 112 \
    track_usage 0.0878 \
    fmax_ghz 1.02 \
    lay_top_count "clkdlybuf4s50_1" \
    top_cell_area_share 1.00 \
    area_growth_pct 101 \
    die_w_um 136 \
    cts_made_buffers 9 \
    die_y_um 136 \
    p_leak_uw 0.00198 \
    period_used_share 0.979 \
    vias_per_cell 3.16 \
    avgSynthCellArea_um2 20.0 \
    critPathTopFamily "flip-flops" \
    path_class "reg2out" \
    grt_pass1_vias 1777 \
    area_leaders "dfxtp_1" \
    p_total_uw 9080 \
    worstPathArrival_ps 780 \
    worstPathRequired_ps 800 \
    final_cell_mix "clkdlybuf4s50_1, buf_2, dfxtp_1, dfxtp_2, clkbuf_16" \
    ys_warn_count 1 \
    setup.worst_path.start_class "register" \
    fin_crit_ps 979 \
    postPlaceCellArea_um2 4700 \
    final_hold_viol_count 0 \
    synth.area.mux_share 0 \
    relSlewSlack 0.925 \
    core_area_um2 13200 \
    design_area_um2 4500 \
    vdd.ir_drop.worst_uv 695 \
    yosysChipArea_um2 2240 \
    grt_pass1_wl_um 12000 \
    cts_buffer_depth 2 \
    antenna_found_initial 0 \
    vias 1671 \
    gr-total-overflow 0 \
    wirelength_um 8630 \
    cp-end-kind "primary output" \
    htree_levels 3 \
    synth.cellmix.compoundShare 0 \
    cp_cell_sequence "buf_2" \
    fp_util 0.170 \
    hpwl_um 7270 \
    synth_area_um2 2240 \
    drtIter0Drc 49 \
    post_cts_buffers 0 \
    drv_slew 0 \
    cp_max_fo 1 \
    ant_nets 0 \
    ys_types 1 \
    portBuffers 224 \
    ioPinCount 225 \
    setup_viol 0 \
    simple_gate_area_frac 0 \
    drc 0 \
    root_buffer "clkbuf_16" \
    power.density_nw_per_um2 2020 \
    n_antenna_cell 0 \
    rows 42 \
    max_stage_delay_ps 310 \
    hold_start "imm_i[13]" \
    min_path_type "in2reg" \
    die_area_um2 18500 \
    cts_sinks 112 \
    avgRoutedWirePerCell_um 16.3 \
    comb_cells 0 \
    path_clk_slew_ps 70 \
    worst_slew_pin_slew_ps 112 \
    cts_tree "done" \
    top_area_cell "dfxtp_1" \
    grt_max_degree 21 \
    dr.pass1.iters 2 \
    crit_slowest_cell "dfxtp_1" \
    rsz0062_at_grt "true" \
    maxCapViolCount 0 \
    tool_warnings 30 \
    syn_inst 112 \
]
layout make-up:
cell class / instances / area (um2)
Fill cell: 1338 / 8690
Sequential cell: 112 / 2260
Timing Repair Buffer: 224 / 1710
Clock buffer: 9 / 225
Tap cell: 176 / 220
Clock inverter: 7 / 86.3
registers in the layout (all words and copies together) (netlist names):
signal,count
rd_o,5
memRead_o,1
regWrite_o,1
memtoReg_o,1
readdata2_o,32
ALUOp_o,2
memWrite_o,1
func7_o,1
imm_o,32
ALUSrc_o,1
readdata1_o,32
func3_o,3
final timing paths:
path,cells past startpoint,slack [ps],end
setup / recovery,1,20,readdata2_o[1]
hold / removal,1,280,imm_o[13]
routing by layer:
metal / GRT usage / vias to the layer above / wire length, um
li1: - / 815 / -
met3: 0.0446 / 12 / 937
met1: 0.0975 / 755 / 2970
met5: 0 / - / 0
met2: 0.151 / 89 / 4590
met4: 0.0124 / 0 / 137
cells by family after synthesis:
family / count (synthesis)
flip-flops: 112
power breakdown:
part / internal, uW / switching [uW] / total, uW
Clock: 1990 / 1680 / 3670
Combinational: 532 / 118 / 650
Sequential: 4700 / 50.6 / 4750
cell usage after synthesis, drive strengths merged:
master,instances
dfxtp,112
what timing repair did:
item,4_1_cts,5_1_grt
hold endpoints to repair,0,0
endpoints found under the setup margin,112,50
resized,372,8
stage by stage:
step           setup TNS [ps]  worst slack, ps  std cells  utilization
3_3_place_gp             -131            -44.1        512        0.357
5_1_grt                  -389            -26.2        528        0.341
2_1_floorplan               0              538        112            -
4_1_cts                 -78.7            -17.4        528        0.340
3_5_place_dp             -135            -39.8        512        0.357
6_report                    0             21.3        528        0.341
Power figures rest on the tool's default switching activity, not on a simulated workload.
